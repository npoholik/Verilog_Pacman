===== design.v =====
`timescale 1ns / 1ps
module Button(
    input btn, clk,
    output btn_out 
    );
    wire Q1, Q2, Q0, slow_clk;
    slow_clk u_slow_clk(clk, slow_clk); 
    dff d0(slow_clk, btn, Q0);
    dff d1(slow_clk, Q0, Q1);
    dff d2(slow_clk, Q1, Q2);
    assign btn_out = (~Q1 & Q2) || (Q1 & Q2);
endmodule
module dff(
    input clk, D,
    output reg Q
    );
    always@(posedge clk) begin
        Q <= D;
    end 
endmodule
module slow_clk (
    input clk, 
    output reg slow_clk
    );
    reg [26:0] counter = 0;
    always @(posedge clk) begin 
        counter <= (counter >= 249999)?0:counter + 1;
        slow_clk <= (counter < 125000)?1'b0:1'b1; 
    end 
endmodule

===== run.sh =====
#!/bin/bash
# OpenROAD 26Q1-2900-gdf79404cd8, Yosys 0.63+post, stock flow scripts
make -C /OpenROAD-flow-scripts/flow DESIGN_CONFIG=/design/flow/config.mk WORK_HOME=/design/flow/orfs finish

===== config.mk =====
export PLATFORM = sky130hd
export DESIGN_NAME = Button
export DESIGN_NICKNAME = Button
export VERILOG_FILES = /design/flow/design.v
export SDC_FILE = /design/flow/constraint.sdc
export NUM_CORES = 4
export LEC_CHECK = 1
export CORE_AREA = 10 10 97 97
export DIE_AREA = 0 0 107 107

===== constraint.sdc =====
current_design Button

set clk_period 3.9
set clk_io_pct 0.2

create_clock -name clk0 -period $clk_period [get_ports {clk}]

set non_clock_inputs [all_inputs -no_clocks]
set_input_delay [expr $clk_period * $clk_io_pct] -clock clk0 $non_clock_inputs
set_output_delay [expr $clk_period * $clk_io_pct] -clock clk0 [all_outputs]

==> commit_impl_results.txt <==
Update PnR metrics after Yosys + OpenROAD run

* Run status: complete, no violations
* Data arrival time of the critical path: about 2.1 ns
* Number of setup violations in the final report: 0
- Combinational cells account for less than 1% of the total power.
- The report lists the number of cells resized after CTS as 0.
* Final weighted congestion of routability-driven global placement: around 0.86
- Placed wire-length estimate: around 1500 um
* Starting Density: 18.1%
- In the final report, the number of hold violations comes to 0.
- Number of vias after detailed routing: 890
- Worst Path Buf+Inv: 0
* Share of flip-flops with an asynchronous set or reset: 0%
- Worst slew margin relative to its limit: around three fifths
- Post-synth area hogs: sky130_fd_sc_hd__dfxtp_1 (47%), sky130_fd_sc_hd__nor3_2 (7.6%), sky130_fd_sc_hd__xnor2_1 (5.3%)
- Yosys-reported design area after synthesis: between 1000 and 1500 um2
- Final clock period utilization by the worst path: just under 50%
- Tool warnings: 25
- The number of antenna violations at the first check in global routing is 0.
- Unrepaired setup endpoints after global routing: no
- Total of fill cells in the finished design: 819
- Once synthesis finished, the tally of register bits stood at 31.
- The most common cell in the synthesized netlist is sky130_fd_sc_hd__dfxtp_1.
- The via count of the first global-routing pass is between 800 and 900.
- Sum of negative setup slack: 0 ns
- Top Layer Used: met4
- Top cell family by delay on the critical path: simple AND/OR/NAND/NOR gates
- For this block, wires on met1 add up to about 1100 um.
- The iteration count recorded for the first detailed-route pass is 4.
- From synthesis to final layout, the design area changed by 16.8%.
- The post-route utilization of the core is recorded as about a fifth.
* Final setup slack of the worst path: 2.02 ns
- CTS built an H-tree with a depth of 1.
- After synthesis, the most frequently instantiated cells are sky130_fd_sc_hd__dfxtp_1 (31), sky130_fd_sc_hd__nor3_2 (10), sky130_fd_sc_hd__nand2_1 (8), sky130_fd_sc_hd__nor3_1 (8), sky130_fd_sc_hd__xnor2_1 (8).
- Post-layout min period: 1.88 ns
- Cell Rows: 31
- Mean routed wirelength per cell: a little over 9 um
- Looking at the post-CTS report, the setup buffer insertion count equals 0.
* Top area contributor share: 47.0%
* Fraction of final layout cells with drive strength greater than 1: ~16%
* Register pins left without a clock: 3
- Post-synth seq share: 47.0%
- Port buffering added 2 buffers.
- Category of the worst setup path launch point: flip-flop
- The routed layout reports a DRC error count of 0.
- The path class of the tightest hold or removal check is reg -> reg.
* Min Hold Slack: just over 0.5 ns
- The switching portion of total power comes to 17.1%.
- The critical path is of the reg -> reg type.
- STA classifies the critical path endpoint as a flip-flop.
* DIE HEIGHT: between 100 and 150 um
- Required @ worst endpoint: 4.09 ns
- Met3 layer wire length in the routed design: roughly 47 um
- Post-synthesis cell type count: 34
- Design internal power: 0.430 mW
- Violation count after the first detailed-route iteration: between 40 and 50
* Post-route clock skew: around 0.0050 ns
- The total overflow left after global routing is 0.
- Cell taking the most area after synthesis: sky130_fd_sc_hd__dfxtp_1
* Power share of the sequential group: around 56%
- In this design, the stage delay of the slowest critical-path cell is approximately 0.47 ns.
- Worst slack at placement: around 2.0 ns
* Floorplan die width: around 110 um
- Post-synthesis instance area: between 1000 and 1500 um2
* Max Cap Viol: 0
- Pin slew with the least headroom to its limit: approximately 0.57 ns
- Maximum number of pins on one net before global-route repair: 19
- Syn. warnings: 2
- Mean Syn Cell Area: ~11 um2
- The detailed router reports a met2 wire length of around 940 um.
- Flip-flops with a built-in enable: 0
- Highest clock frequency the design can meet: 531 MHz
- Cells along the critical path: ha_1, nand4_2, nand2b_1, or4_1, a211oi_1
* Worst-path fanout max: 5
* CTS buffer count: 3
- Post-cts hold buffer count: 0
* Max stage delay cell, worst path: sky130_fd_sc_hd__or4_1
- Per the post-CTS timing run, clock transition at the registers of the reported paths is approximately 0.090 ns.
- Power per Cell Area: 336 nW/um2
- Clock Path Buffers: 2
- Summing internal, switching and leakage power gives approximately 0.52 mW.
- Die area: around 11,000 um2
* Clock Root Buffer: sky130_fd_sc_hd__clkbuf_8
- The synthesized instance count is between 100 and 150.
- P_sw: 0.0886 mW
- Post-synthesis cell count from yosys: 125
- WL final: about 2100 um
* Antenna viol nets, final: 0
- Per the detail_route report, vias per standard cell equal 3.80.
- Post-synth top flop: sky130_fd_sc_hd__dfxtp_1
* CTS tree: yes
* Overall track demand over capacity in global routing: roughly 3.7%
- During I/O placement, the number of pins put on the boundary was 3.
* Worst-case vdd ir drop: ~0.15 mV
- Latest clock arrival within the worst-skew pair: approximately 0.27 ns
- Leakage power: approximately 0.46 nW
- The power report attributes to the clock group a share of 43.0%.
* Count of inserted antenna diode cells: 0
- Per the OpenROAD floorplan log, the area of the core is roughly 7300 um2.
- 4 endpoints have no timing constraint.
- First-pass GRT wire length: ~3800 um
* Final Max-Slew Violation Tally: 0
-- power groups by stage --
stage	sequential (mW)	clock (mW)	combinational (mW)
6_report	0.292	0.223	0.00323
5_1_grt	0.293	0.242	0.00400
4_1_cts	0.293	0.233	0.00335
-- cells in the final DEF (no fill, tap or decap) --
master and count:
sky130_fd_sc_hd__a211oi_1 2, sky130_fd_sc_hd__a21oi_1 1, sky130_fd_sc_hd__and2_1 1, sky130_fd_sc_hd__and3_1 2, sky130_fd_sc_hd__and4_1 2, sky130_fd_sc_hd__buf_4 2
sky130_fd_sc_hd__bufinv_16 1, sky130_fd_sc_hd__clkbuf_8 3, sky130_fd_sc_hd__clkdlybuf4s50_1 2, sky130_fd_sc_hd__conb_1 9, sky130_fd_sc_hd__dfxtp_1 31, sky130_fd_sc_hd__ha_1 1
sky130_fd_sc_hd__inv_1 1, sky130_fd_sc_hd__nand2_1 8, sky130_fd_sc_hd__nand2b_1 1, sky130_fd_sc_hd__nand3_1 6, sky130_fd_sc_hd__nand3b_1 1, sky130_fd_sc_hd__nand4_1 6
sky130_fd_sc_hd__nand4_2 1, sky130_fd_sc_hd__nor2_1 2, sky130_fd_sc_hd__nor3_1 8, sky130_fd_sc_hd__nor3_2 10, sky130_fd_sc_hd__nor3b_1 1, sky130_fd_sc_hd__nor3b_2 1
sky130_fd_sc_hd__nor4_1 4, sky130_fd_sc_hd__nor4_4 2, sky130_fd_sc_hd__o211ai_1 1, sky130_fd_sc_hd__o21ai_0 2, sky130_fd_sc_hd__o311ai_4 1, sky130_fd_sc_hd__o31ai_1 2
sky130_fd_sc_hd__or3_1 3, sky130_fd_sc_hd__or4_1 2, sky130_fd_sc_hd__or4_4 1, sky130_fd_sc_hd__xnor2_1 8, sky130_fd_sc_hd__xor2_1 6
-- kinds of logic (layout without fill, tap and decap cells) --
group	after synthesis	in the layout	share of synthesized area, %
and+or+nand+nor	62	62	33.3
AOI/OAI and AO/OA	9	9	5.97
adders and majority gates	1	1	0.947
buffers and inverters	7	9	3.22
DFF	31	31	47.0
other	1	9	0.284
xor gates and xnor gates	14	14	9.28
-- through the flow --
stage | std cells | cell area [um2]
3_3_place_gp | 230 | 1470
5_1_grt | 234 | 1540
4_1_cts | 234 | 1540
6_report | 234 | 1540
3_5_place_dp | 230 | 1470
2_1_floorplan | 133 | 1350
-- routing by layer --
layer / global-route usage (%) / vias up
li1: - / 467
met5: 0 / -
met3: 0.364 / 2
met1: 5.75 / 404
met2: 5.62 / 17
met4: 0.677 / 0
-- sequential cells by signal (all words and copies together), names as in the netlist --
name	cells
d1.Q	1
u_slow_clk.slow_clk	1
d2.Q	1
u_slow_clk.counter	27
d0.Q	1
-- area by class of cell --
type / count / area (um2) / area share [%]
clock inverters: 1 / 30.0 / 1.95
multi-input cells: 95 / 688 / 44.6
inverters: 1 / 3.75 / 0.243
clock buffers: 3 / 41.3 / 2.68
well taps: 99 / 124 / 8.03
flip-flops and latches: 31 / 621 / 40.2
repair buffers: 4 / 35.0 / 2.27
-- worst paths after layout --
path	slack [ns]	cells past startpoint	endpoint	startpoint
worst max-delay path	2.02	5	u_slow_clk.counter[16]	u_slow_clk.counter[0]
worst max register to register	2.02	5	u_slow_clk.counter[16]	u_slow_clk.counter[0]
worst min-delay path	0.52	1	u_slow_clk.counter[0]	u_slow_clk.counter[0]
worst min register to register	0.52	1	u_slow_clk.counter[0]	u_slow_clk.counter[0]
Power and IR drop assume default switching activity.
