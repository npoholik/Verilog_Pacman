### run.sh
#!/bin/bash
# OpenROAD 26Q1-2900-gdf79404cd8, Yosys 0.63+post, stock flow scripts
make -C /OpenROAD-flow-scripts/flow DESIGN_CONFIG=/design/flow/config.mk WORK_HOME=/design/flow/orfs finish
### design.v
`timescale 1ns / 1ps
module VGA(
    input CLK,
    output reg HSYNC, VSYNC,
    output reg signed [10:0] X_PIX, Y_PIX
    );
	always @(posedge CLK) begin
    	X_PIX <= X_PIX + 1;
    	if (X_PIX == 799) begin  	 
        	Y_PIX <= Y_PIX + 1;
        	if (Y_PIX == 524) begin   
            	Y_PIX <= 0;
        	end
        	X_PIX <= 0;
    	end
	end
	always @(posedge CLK) begin
    	if ((X_PIX > 640 + 16) && (X_PIX < 800 - 48))
        	HSYNC <= 0;
    	else
        	HSYNC <= 1;
    	if ((Y_PIX > 480 + 10) && (Y_PIX < 525 - 33))
        	VSYNC <= 0;
    	else
        	VSYNC <= 1;
	end
endmodule
### constraint.sdc
current_design VGA

set clk_period 2.7
set clk_io_pct 0.2

create_clock -name clk0 -period $clk_period [get_ports {CLK}]

set non_clock_inputs [all_inputs -no_clocks]
set_input_delay [expr $clk_period * $clk_io_pct] -clock clk0 $non_clock_inputs
set_output_delay [expr $clk_period * $clk_io_pct] -clock clk0 [all_outputs]
### config.mk
export PLATFORM = sky130hd
export DESIGN_NAME = VGA
export DESIGN_NICKNAME = VGA
export VERILOG_FILES = /design/flow/design.v
export SDC_FILE = /design/flow/constraint.sdc
export NUM_CORES = 4
export LEC_CHECK = 1
export CORE_AREA = 10 10 90 90
export DIE_AREA = 0 0 100 100
==> results_slide.txt <==
Implementation Results

Power
  – Max VDD drop: roughly 0.15 mV
  – PD cells: 380 nW/um2
  – Lkg Pwr: between 0.5 and 0.6 nW

Drt
  – DRC Markers: 0
  – Metal1 wirelength: 1.18 mm
  – Routed wire length: about 2.5 mm
  – # diodes: 0
  – Routed length per placed instance: between 10 and 15 um
  – Post-route ant nets: 0
  – Top Layer Used: met4
  – Via count: 880
  – WL met3: roughly 130 um
  – Drt first pass iters: 4
  – 1st-iter DRT viols: 44
  – Met2 wire len: 1.16 mm
  – DR vias/cell: between 4 and 5

Yosys
  – Post-synthesis chip area from yosys: 1160 um2
  – Syn Inst Count: approximately 110
  – Top cell area share: ~28%
  – Post-synth seq share: 50.8%
  – Post-synth top area cell: edfxtp_1
  – Post-Syn Area: around 1200 um2
  – Top cells by area: edfxtp_1 (28%), dfxtp_1 (22%), ha_1 (5.4%)
  – Ys flops: 24
  – YS warnings: 1
  – Ys cells: 107
  – Avg Cell Area, Syn: ~11 um2
  – Distinct lib cells: 28

Die
  – FP Rows: 29
  – Ports: 25
  – Full die area: ~10000 um2
  – Fp util: between 10% and 20%
  – Core area: 6280 um2
  – Die X: 100 um
  – Die height: approximately 100 um

Worst setup path
  – Crit-path max FO: 12
  – Critical-path cell list: or4b_4 -> nor4_4 -> buf_4 -> a21oi_1
  – Flop-to-flop setup slack: ~0.75 ns
  – Worst EP required: between 2 and 3 ns
  – Worst EP arrival: approximately 2.1 ns
  – CP Capture Type: flop
  – Worst setup SP type: flop
  – RR Endpoint: X_PIX[9]$_SDFF_PN0_
  – Reg2reg start: X_PIX[8]$_SDFF_PN0_
  – CP top delay family: simple AND/OR/NAND/NOR gates
  – CP max stage cell: nor4_4
  – Critical path class: flop to flop
  – Buf/Inv on CP: 1
  – CP peak stage delay: between 0.5 and 0.6 ns
  – Reg2reg path depth: 4

STA
  – Final WS setup: roughly 0.75 ns
  – Final Hold Viols: 0
  – Max-slew violations: 0
  – Worst clock skew: between 0.002 and 0.0025 ns
  – Clock period minus worst slack: just under 2 ns
  – Setup violators final: 0
  – Tcrit/Tclk final: between 70 and 80%
  – Total negative slack: 0 ns
  – Fmax: 513 MHz
  – RSZ-0062 raised after global routing: no
  – Worst-Margin Slew: roughly 0.76 ns
  – Worst slew margin: about half

Cells and area
  – Fin area: ~1500 um2
  – Area delta synth->final: 33.0%
  – Final core occ: roughly 25%
  – Most frequent cells in the layout: clkdlybuf4s50_1 (24), dfxtp_1 (13), edfxtp_1 (11), nor2_1 (9)
  – Most numerous logic cell after layout: clkdlybuf4s50_1
  – Layout cells sized above 1: between 5 and 6%

Clock network
  – Root buffer cell: clkbuf_8
  – CTS-repair resized insts: 0
  – Clock Tree Buf Depth: 2
  – Clock-pin slew on the worst setup and hold paths: approximately 0.080 ns
  – # H-tree levels: 1
  – TritonCTS clock tree: done
  – Clk sinks: 24
  – Num CTS Buffers: 3
  – Clk latency late pin: between 0.2 and 0.3 ns
  – Postcts setup bufs: 0
  – Hold-fix buffers, CTS: 0

Placement
  – Global placement routability congestion: 0.768
  – Placed instance area: approximately 1500 um2
  – Pre-CTS setup slack: 0.729 ns
  – Port-buffer cells: 24
  – Detailed Place HPWL: between 1.5 and 2 mm

Run
  – Max_cap viols: 0
  – Tool warning count: 28

Min path
  – WHS Endpoint: X_PIX[10]$_SDFF_PN0_
  – Hold_sp: X_PIX[10]$_SDFF_PN0_
  – Worst hold path class: flop to flop
  – Hold depth: 1

GRT
  – GRT Overall Usage: between 4 and 5%
  – Initial antenna violation count: 0
  – First-pass GRT wire length: approximately 4.0 mm
  – Largest net degree at the start of global routing: 14
  – GRT overflow: 0
  – Vias in the first global route: 787

Run status
  – Outcome: complete, no violations
## worst reg2reg max path, cell delays in order, from the launching register on
cell	delay, ns
dfxtp_1	0.44
or4b_4	0.51
nor4_4	0.59
buf_4	0.26
a21oi_1	0.04
## sequential cells by signal (all words and copies together), names as in the netlist
register	flops
VSYNC	1
HSYNC	1
X_PIX	11
Y_PIX	11
## how the worst max path moves through the flow
stage	from	cells after the start	slack, ns	endpoint
finish	X_PIX[8]$_SDFF_PN0_	4	0.75	X_PIX[9]$_SDFF_PN0_
global route	X_PIX[1]$_SDFF_PN0_	5	0.61	X_PIX[9]$_SDFF_PN0_
CTS	X_PIX[6]$_SDFF_PN0_	4	0.73	X_PIX[9]$_SDFF_PN0_
## cells in the mapped netlist
cell type,n
a21oi_1,4
a31oi_1,1
and3_1,1
and4_1,3
buf_2,1
dfxtp_1,13
edfxtp_1,11
ha_1,5
inv_1,5
nand2_1,6
nand2b_1,1
nand3_1,7
nand4_1,6
nor2_1,9
nor2b_1,2
nor3_1,2
nor3b_1,2
nor4_1,1
nor4_4,2
o211ai_1,1
o21ai_0,2
o21bai_1,1
o31ai_1,2
or3_1,1
or4_1,3
or4b_4,1
xnor2_1,7
xor2_1,7
## cells by family after synthesis
logic type,count (synthesis),share of synthesized area [%]
flops,24,50.8
xor+xnor,14,10.5
fa+ha+maj,5,5.38
simple gates,47,25.5
compound gates,11,5.71
buf+inv,6,2.04
## area by class of cell
class	count	area, um2
fill	661	4730
sequential	24	591
multi-input combinational	77	548
timing repair buffer	25	248
tap	77	96.3
clock buffer	3	41.3
inverter	5	18.8
clock inverter	1	3.75
## where the power goes
part	switching, mW	internal, mW
clock	0.110	0.102
sequential	0	0.376
combinational	0	0
## metal layers
layer	global-route usage, %	up-vias
met2	7.42	16
met1	6.19	415
li1	-	447
met5	0	-
met3	1.25	2
met4	1.09	0
## stage by stage
step / hold slack [ns] / instances / total power, mW
6_report: 0.488 / 212 / 0.588
5_1_grt: 0.503 / 212 / 0.615
4_1_cts: 0.491 / 212 / 0.595
3_5_place_dp: 0.477 / 208 / 0.385
3_3_place_gp: 0.472 / 208 / 0.385
2_1_floorplan: 0.426 / 107 / 0.385
Power is estimated from default activity; no workload was simulated.
